==> ./run.sh <==
#!/bin/bash
# OpenROAD 26Q1-2900-gdf79404cd8, Yosys 0.63+post, stock flow scripts
make -C /OpenROAD-flow-scripts/flow DESIGN_CONFIG=/design/flow/config.mk WORK_HOME=/design/flow/orfs finish
==> ./config.mk <==
export PLATFORM = sky130hd
export DESIGN_NAME = vending_machine
export DESIGN_NICKNAME = vending_machine
export VERILOG_FILES = /design/flow/design.v
export SDC_FILE = /design/flow/constraint.sdc
export NUM_CORES = 4
export LEC_CHECK = 1
export CORE_AREA = 10 10 70 70
export DIE_AREA = 0 0 80 80
==> ./constraint.sdc <==
current_design vending_machine

set clk_period 1.4
set clk_io_pct 0.2

create_clock -name clk0 -period $clk_period [get_ports {clk}]

set non_clock_inputs [all_inputs -no_clocks]
set_input_delay [expr $clk_period * $clk_io_pct] -clock clk0 $non_clock_inputs
set_output_delay [expr $clk_period * $clk_io_pct] -clock clk0 [all_outputs]
==> ./design.v <==
module vending_machine(
    input wire clk,
    input wire reset,
    input wire rupee_one,
    input wire rupee_two,
    output reg dispense,
    output reg return_one_rupee,
    output reg return_two_rupee,
    output reg [2:0] state
);
    localparam S0 = 3'b000;  
    localparam S1 = 3'b001;  
    localparam S2 = 3'b010;  
    localparam S3 = 3'b011;  
    localparam S4 = 3'b100;  
    localparam S5 = 3'b101;  
    localparam S6 = 3'b110;  
    always @(posedge clk or posedge reset) begin
        if (reset) begin
            state <= S0;
            dispense <= 0;
            return_one_rupee <= 0;
            return_two_rupee <= 0;
        end else begin
            dispense <= 0;
            return_one_rupee <= 0;
            return_two_rupee <= 0;
            case (state)
                S0: begin
                    if (rupee_one) state <= S1;
                    else if (rupee_two) state <= S2;
                    else state <= S0;
                end
                S1: begin
                    if (rupee_one) state <= S2;
                    else if (rupee_two) state <= S3;
                    else state <= S1;
                end
                S2: begin
                    if (rupee_one) state <= S3;
                    else if (rupee_two) state <= S4;
                    else state <= S2;
                end
                S3: begin
                    if (rupee_one) state <= S4;
                    else if (rupee_two) state <= S5;
                    else state <= S3;
                end
                S4: begin
                    if (rupee_one) state <= S5;
                    else if (rupee_two) state <= S6;
                    else state <= S4;
                end
                S5: begin
                    if (rupee_one) begin
                        return_one_rupee <= 1; 
                        dispense <= 1;
                        state <= S0;
                    end
                    else if (rupee_two) begin
                        return_two_rupee <= 1;  
                        dispense <= 1;
                        state <= S0;
                    end
                    else begin
                        dispense <= 1;
                        state <= S0;
                    end
                end
                S6: begin
                    if (rupee_one) begin
                        return_two_rupee <= 1;   
                        dispense <= 1;
                        state <= S0;
                    end
                    else if (rupee_two) begin
                        return_one_rupee <= 1;  
                        return_two_rupee <= 1; 
                        dispense <= 1;
                        state <= S0;
                    end
                    else begin
                        dispense <= 1;
                        return_one_rupee <= 1; 
                        state <= S0;
                    end
                end
                default: begin
                    state <= S0;
                    dispense <= 0;
                    return_one_rupee <= 0;
                    return_two_rupee <= 0;
                end
            endcase
        end
    end
endmodule
==> results.tsv <==
stage	metric	value	unit
detailed_routing	DR WL/cell	7.97	um
detailed_routing	drt pass-1 iters	1	
yosys	Post-synth area hogs	dfrtp_1, buf_6, nand2_1	
yosys	Yosys cell types	18	
floorplanning	Pre-Place Util	9.93	%
sta	Final Hold Fails	0	
global_route	first-pass GRT wire length	1200	um
setup_path	Reg2Reg Setup Slack	0.32	ns
placed_design	Post-Place Cell Area	487	sq um
yosys	Top FF cell, synth	dfrtp_1	
yosys	Yosys chip area	339	sq um
setup_path	worst reg2reg endpoint	state[1]	
job	count of tool warnings	25	
sta	RSZ-0062 raised after global routing	false	
setup_path	CP Capture Type	output pin	
detailed_routing	Vias/cell	2.84	
cells_and_area	synth-to-layout area growth	50.2	%
global_route	overall routing resource usage	2.28	%
power_and_ir_drop	Power Total	892	uW
setup_path	CP max stage delay	0.47	ns
yosys	mean area per synthesized cell	10.6	sq um
job	Max-Cap Viols	0	
setup_path	crit path cell chain	clkdlybuf4s50_1	
setup_path	RR Startpoint	state[0]	
global_route	initial antenna violation count	0	
yosys	area leader, netlist	dfrtp_1	
setup_path	startpoint types	register	
cts	Worst-path clk slew	0.05	ns
sta	Max-slew headroom	84.1	%
setup_path	CP Launch Point	state[2]	
sta	Final Max Tran Viols	0	
detailed_routing	Antenna Cells	0	
cts	hold_buf cts	0	
cells_and_area	most frequent cells in the layout	clkdlybuf4s50_1, dfrtp_1, nand2_1	
cells_and_area	Commonest Layout Cell	clkdlybuf4s50_1	
cts	Root Driver	clkbuf_4	
detailed_routing	Starting DRT DRC Count	0	
cts	clk latency late pin	0.24	ns
placed_design	pre-CTS WS	0.00644	ns
sta	Slew @ Worst Pin	0.238	ns
floorplanning	# rows	21	
cts	postcts setup bufs	0	
worst_hold_path	Min-Delay Path Class	in -> async	
cts	Clock Sinks	6	
setup_path	crit-path max FO	2	
detailed_routing	via count	258	
sta	Final period util	95.8	%
placed_design	routability congestion estimate	0.797	
global_route	vias in the first global route	278	
floorplanning	core area	0.00342	sq mm
setup_path	worst path bufs/invs	1	
detailed_routing	drt total wl	725	um
floorplanning	die span in y	80	um
setup_path	CP arrival	1.06	ns
yosys	XOR-XNOR Cells, Area Fraction	9.96	%
yosys	sequential share of the synthesized area	44.3	%
global_route	largest net degree at the start of global routing	9	
floorplanning	I/O pin cnt	10	
yosys	cell area after synthesis	339	sq um
setup_path	Worst path slowest cell	clkdlybuf4s50_1	
yosys	post-synthesis simple-gate area fraction	19.2	%
yosys	Top non-seq family	simple AND/OR/NAND/NOR gates	
power_and_ir_drop	Static Leak	0.000209	uW
detailed_routing	residual DRC count	0	
global_route	grt ovf	0	
cts	CTS H-tree depth	1	
yosys	Synth warnings	1	
yosys	yosys aoi share	9.23	%
placed_design	Placed Instances	88	
floorplanning	Die Wd	80	um
yosys	ys flops	6	
setup_path	CP delay by family, top	buffers and inverters	
detailed_routing	ANT nets after route	0	
setup_path	kind of critical path	reg -> out	
setup_path	worst path required time	1.12	ns
sta	total negative slack	0	ns
floorplanning	die area	0.00640	sq mm
sta	Max Fclk	0.745	GHz
setup_path	Worst Reg2Reg Path Length in Cells	4	
status	outcome	completed	
yosys	# Cells Yosys	32	
yosys	asr flop ratio synth	100	%
cells_and_area	final non-filler cell total	91	
sta	clk_skew	0.00468	ns
sta	setup ws final	0.0581	ns
cts	CTS buffer count	3	
cts	CTS tree	yes	
cts	post-CTS sizing	0	
placed_design	count of input and output buffers	9	
yosys	Gate Count Post-Synth	32	
power_and_ir_drop	peak supply drop	0.223	mV
yosys	flip-flops with a built-in enable	0	
yosys	Synth mux share	7.38	%
cells_and_area	share of cells above drive strength 1	24.4	%
cells_and_area	post-route cell area	509	sq um
cts	CTS max path bufs	2	
yosys	Top-area cell share	44.3	%
sta	Final setup viols	0	
placed_design	post-DP HPWL	579	um
yosys	adder-cell share of the synthesized area	0	%
sta	Final Critical Period	1.34	ns
power_and_ir_drop	PwrDens	1750	mW/mm^2
[cell usage after synthesis (all sizes together), types with 2 or more instances]
cell type	count
buf	3
o21ai	2
o21a	2
nor2	3
nand2	5
nor3b	2
xor2	2
dfrtp	6
[area by class of cell]
type	instances	area, sq um
sequential	6	150
multi-input combinational	22	155
fill	403	2910
timing repair buffer	13	120
tap	46	57.6
inverter	1	3.75
clock buffer	3	22.5
[sequential cells by signal, indices dropped and copies added, names as in the netlist]
signal            count
return_one_rupee      1
state                 3
dispense              1
return_two_rupee      1
[cell families (layout without fill, tap and decap cells)]
group / Yosys count / count (layout)
and+or+nand+nor: 12 / 12
buffers and inverters: 4 / 17
AOI/OAI and AO/OA: 5 / 5
xor gates and xnor gates: 3 / 3
DFF: 6 / 6
muxes: 2 / 2
[where the power goes]
part	leakage (uW)	internal [uW]	total (uW)	switching [uW]
sequential	0.0000778	238	265	27.3
combinational	0.000118	280	469	189
clock	0.0000138	96.9	158	60.8
[metrics by stage]
step | hold WS [ns] | utilization (%)
6_report | 0.257 | 14.9
5_1_grt | 0.283 | 14.9
4_1_cts | 0.258 | 14.9
3_5_place_dp | 0.527 | 14.2
3_3_place_gp | 0.524 | 14.2
2_1_floorplan | 0.0710 | -
[routing by layer]
layer	up-vias	wire, um	track usage, %
met5	-	0	0
met4	0	27	1.41
met3	2	56	0.568
met2	8	299	3.05
met1	116	343	3.17
li1	132	-	-
[how the worst max path moves through the flow]
stage                      end  slack, ns  cells after the start
after global routing  state[1]      0.004                      1
after CTS             state[2]       0.02                      1
final                 state[2]       0.06                      1
Power is estimated from default activity; no workload was simulated.
